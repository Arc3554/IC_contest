### flow/run.sh
#!/bin/bash
# OpenROAD 26Q1-2900-gdf79404cd8, Yosys 0.63+post, stock flow scripts
make -C /OpenROAD-flow-scripts/flow DESIGN_CONFIG=/design/flow/config.mk WORK_HOME=/design/flow/orfs finish
### flow/config.mk
export PLATFORM = sky130hd
export DESIGN_NAME = huffman
export DESIGN_NICKNAME = huffman
export VERILOG_FILES = /design/flow/design.v
export SDC_FILE = /design/flow/constraint.sdc
export NUM_CORES = 4
export LEC_CHECK = 1
export CORE_UTILIZATION = 30
### flow/constraint.sdc
current_design huffman

set clk_period 16.2
set clk_io_pct 0.2

create_clock -name clk0 -period $clk_period [get_ports {clk}]

set non_clock_inputs [all_inputs -no_clocks]
set_input_delay [expr $clk_period * $clk_io_pct] -clock clk0 $non_clock_inputs
set_output_delay [expr $clk_period * $clk_io_pct] -clock clk0 [all_outputs]
### flow/design.v
`timescale 1ns/10ps
module huffman ( clk, reset, gray_valid, gray_data, CNT_valid, CNT1, CNT2, CNT3, CNT4, CNT5, CNT6,
code_valid, HC1, HC2, HC3, HC4, HC5, HC6, M1, M2, M3, M4, M5, M6);
input clk;
input reset;
input gray_valid;
input [7:0] gray_data;
output reg CNT_valid;
output [7:0] CNT1, CNT2, CNT3, CNT4, CNT5, CNT6;
output reg code_valid;
output [7:0] HC1, HC2, HC3, HC4, HC5, HC6;
output [7:0] M1, M2, M3, M4, M5, M6;
reg [2:0] step;
reg [22:0] temp [0:5];
reg [2:0] count,count2;
reg [5:0] buffer;
assign CNT1 = temp[0][19:13];
assign CNT2 = temp[1][19:13];
assign CNT3 = temp[2][19:13];
assign CNT4 = temp[3][19:13];
assign CNT5 = temp[4][19:13];
assign CNT6 = temp[5][19:13];
assign HC1 = temp[0][12:8];
assign HC2 = temp[1][12:8];
assign HC3 = temp[2][12:8];
assign HC4 = temp[3][12:8];
assign HC5 = temp[4][12:8];
assign HC6 = temp[5][12:8];
assign M1 = temp[0][7:3];
assign M2 = temp[1][7:3];
assign M3 = temp[2][7:3];
assign M4 = temp[3][7:3];
assign M5 = temp[4][7:3];
assign M6 = temp[5][7:3];
wire [2:0] count3;
assign count3 = count2 + 1;
always @(posedge clk or posedge reset) begin
	if(reset) begin
		step <= 0;
		temp[0] <= 23'd0;
		temp[1] <= 23'd1;
		temp[2] <= 23'd2;
		temp[3] <= 23'd3;
		temp[4] <= 23'd4;
		temp[5] <= 23'd5;
		count <= 0;
		count2 <= 3'd4;
	end
	else begin
		case (step)
			3'b000:begin
				if(gray_valid) begin
					temp[gray_data[2:0] - 1][19:13] <= temp[gray_data[2:0] - 1][19:13] + 1;
					count[2] <= 1'b1;
				end
				else if (count != 0) begin
					step[0] <= 1'b1;
					CNT_valid <= 1'b1;
				end
			end
			3'b001:begin
				CNT_valid <= 0;
				if(temp[count + 1][19:13]>temp[count][19:13]) begin
					temp[count] <= temp[count + 1];
					temp[count + 1] <= temp[count];
					count <= 3'd4;
				end
				else if (count != 0) count <= count - 1;
				else begin
					step[1] <= 1'b1;
					count <= 3'd5;
				end
			end
			3'b011:begin
				temp[count2][19:13] <= temp[count2][19:13] + temp[count3][19:13];
				step[0] <= 1'b0;
				buffer <= {temp[count3][22:20],temp[count2][22:20]};
			end
			3'b010:begin  
				if((temp[count][22:20] == buffer[5:3] && buffer[5:3] != 0)|| count == count3) begin
					temp[count][22:20] <= count2; 
					temp[count][7:3] <= {temp[count][6:3],1'b1}; 
					temp[count][12:8] <= temp[count][12:8]|(temp[count][7:3]^({temp[count][6:3],1'b1})); 
				end
				else if((temp[count][22:20] == buffer[2:0] && buffer[2:0] != 0)|| count == count2) begin
					temp[count][22:20] <= count2;
					temp[count][7:3] <= {temp[count][6:3],1'b1};
				end	
				if(!count2&&!count) step[2] <= 1'b1;
				else if(!count) begin
					count <= count2 - 1;
					count2 <= count2 - 1;
					step[1:0] <= 2'b01;
				end
				else count <= count - 1;
			end
			3'b110:begin
 				temp[temp[0][2:0]] <= temp[0];
				temp[temp[1][2:0]] <= temp[1];
				temp[temp[2][2:0]] <= temp[2];
				temp[temp[3][2:0]] <= temp[3];
				temp[temp[4][2:0]] <= temp[4];
				temp[temp[5][2:0]] <= temp[5];				
				step[0] <= 1'b1;
				code_valid <= 1'b1;
			end
			3'b111:begin	
				code_valid <= 0;
			end
		endcase
	end
end
endmodule
==> metrics.cfg <==
[route]
dr_total_vias = 21600
routed_wire_length_per_instance_um = 28.7
via_density_per_instance = 6.47
drtAntennaViolNets = 0
pre_repair_dr_iteration_count = 10
dr.first_iter.drc_count = 2849
drt-total-wl_um = 96000
drc_errors = 0

[floorplan]
core_util_floorplan_pct = 30.5
floorplan.core_area_um2 = 64900
io_pins = 157
fp-row-count = 93
fp.dieArea_um2 = 67100
die_height_um = 259
width_of_the_chip_um = 259

[grt]
grt-ovfl-total = 0
grt_pass1_vias = 19600
wire_length_of_the_first_global_routing_pass_um = 138000
grt_max_degree = 67
global_route.usage.total_pct = 28.3
grt_antenna_before_repair = 3

[sta]
period_used_pct = 39.9
fin_setup_tns_ns = 0
finalWorstPathRequiredPeriod_ns = 6.47
max_freq_mhz = 155
worst_setup_slack_after_layout_ns = 9.73
finalMaxSlewViolations = 0
hold_viol_final = 0
remaining_max_slew_budget_at_the_tightest_pin_pct = 34.0
rsz0062_at_grt = no
timing.clock.skew_ns = 0.0135
setup_violation_total_in_the_final_timing_report = 0
tightestPinTransition_ns = 0.986

[setup_path]
critPathLaunch = gray_data[2]
worst-r2r-setup-slack_ns = 9.94
startpoint_type = input port
critical_path.reg2reg.startpoint = count[1]$_DFFE_PP0P_
crit_buf_inv = 2
crit_path_cell_trace = clkdlybuf4s50_1 -> nor2b_1 -> nor4_1 -> o22ai_1 -> inv_1 -> ha_1 -> o221ai_1 -> nor4_1 -> xnor2_1 -> a22oi_1 -> a31oi_1
data_arrival_time_of_the_worst_path_ns = 6.79
cp_num_cells = 11
worst_path_dominant_cell_family = AND-OR/OR-AND gates
crit_path_frequent_cell = nor4_1
cp_slowest_cell = clkdlybuf4s50_1
cp_data_required_time_ns = 16.52
cp-end-kind = register
cells_on_worst_reg2reg_path = 15
regToRegEndpoint = temp[4][8]$_DFFE_PP0P_
cp_slowest_stage_delay_ns = 1.02
timing.critical_path.to = temp[4][19]$_DFFE_PP0P_
critPathMaxFanout = 28
critPathKind = input port to register

[synthesis]
ys_async_sr_fraction_pct = 94.8
syn_area_per_cell_um2 = 7.42
netlist_instances = 2671
synth.ff_latch_count = 155
yosys_cells = 2671
synth-area-yosys_um2 = 19800
enable_flop_cells = 8
synth_top_area_share_pct = 17.5
synth-warning-count = 2
synth-main-ff-cell = dfrtp_1
synth.distinct_cells = 93
synth_area_um2 = 19800
ys_top_cells_by_area = dfrtp_1 (18%), mux2i_1 (7.7%), a211oi_1 (5.8%)
synth_sequential_area_ratio_pct = 19.8
post-synth-top-area-cell = dfrtp_1

[placement]
worst_setup_slack_after_placement_ns = 9.30
gp_routability_congestion = 1.01
port-buffer-count = 109
post-dp-hpwl_um = 58900
detailed_place.area_um2 = 20700

[worst_hold_path]
hold_class = register to register

[clock_network]
cts_inserted_buffers = 17
cts_sinks = 155
clock_latency_of_the_later_clocked_register_in_the_worst_skew_pair_ns = 0.48
postCtsSetupBuffers = 0
cts_root_buffer = clkbuf_16
cts_tree = yes
cts_resized = 0
count_of_hold_fix_buffers_inserted_at_cts = 0
worst_setup_hold_path_clk_slew_ns = 0.06
clk_path_buf_depth = 2
ctsHtreeMaxLevel = 4

[run]
log.warning_count = 39
max_cap_violations = 0

[final_layout]
drive_gt1_share_pct = 11.8
layout.cells.most_common = nor2_1
lay_top_cells = nor2_1 (262), o21ai_0 (224), a21oi_1 (224)
flow.area_growth_from_synthesis_pct = 7.11
final_design_area_no_fill_um2 = 21200

[status]
run_status = complete, no violations

==> Yosys cell counts (14+ instances only) <==
library cell and n:
clkbuf_1 266, nor2_1 264, a21oi_1 224, o21ai_0 224
nand2_1 179, a211oi_1 153, mux2i_1 153, buf_4 146
dfrtp_1 139, o211ai_1 80, a22oi_1 73, a31oi_1 59
mux2_2 54, nor3_1 51, inv_1 38, buf_1 32
nand3_1 30, a222oi_1 29, mux2_4 29, ha_1 26
o22ai_1 25, a211o_1 22, buf_2 22, xnor2_1 20
nand3b_1 17, nor3b_1 17, o22a_1 17, a22o_1 15
and3_1 14, nand2b_1 14, o21a_1 14
==> worst reg2reg max path, delay by kind of cell, from the launching register on <==
kind	cells	cell delay [ns]
simple gates	6	1.92
compound gates	2	0.67
buf+inv	3	1.08
fa+ha+maj	2	0.91
flops	1	0.48
mux	2	1.08
==> stage by stage <==
stage          hold WS (ns)  std cells  util [%]
2_1_floorplan         0.542       2712         -
3_3_place_gp          0.577       3308      31.8
3_5_place_dp          0.575       3308      31.8
4_1_cts               0.586       3340      32.7
5_1_grt               0.628       3340      32.7
6_report              0.599       3342      32.7
==> area by class of cell <==
cell class | count | area, um^2
antenna | 2 | 5.00
clock buffer | 21 | 440
clock inverter | 11 | 121
fill | 6850 | 43700
inverter | 39 | 151
multi-input combinational | 2046 | 13600
sequential | 155 | 3930
tap | 855 | 1070
timing repair buffer | 213 | 1870
==> worst min path at each step <==
| stage | cells after the start | slack (ns) | start | endpoint |
|---|---|---|---|---|
| after CTS | 2 | 0.59 | temp[1][0]$_DFFE_PP1P_ | temp[1][0]$_DFFE_PP1P_ |
| after global routing | 2 | 0.63 | temp[1][0]$_DFFE_PP1P_ | temp[1][0]$_DFFE_PP1P_ |
| final | 2 | 0.60 | temp[1][0]$_DFFE_PP1P_ | temp[1][0]$_DFFE_PP1P_ |
==> cells by family (layout without fill, tap and decap cells) <==
kind of cell,after synthesis,in the layout,synth area share (%)
AND-OR/OR-AND,1052,1052,36.0
AND/OR/NAND/NOR,662,662,15.5
adder cells (fa/ha/maj),27,27,1.74
multiplexers,237,237,13.0
flip-flops,155,155,19.8
XOR/XNOR,26,26,1.19
buffers and inverters,511,284,12.7
other,1,44,0.0189
==> layer usage <==
metal,routed length (um),up-vias,global-route usage [%],share of wire (%)
met5,73,-,0.855,0.076
met4,7010,6,16.8,7.3
met3,14000,435,12.1,15
met2,38700,1715,38.6,40
met1,36100,10100,37.0,38
li1,-,9407,-,-
==> registers in the layout, summed over array words and instances (netlist names) <==
register,cells
count2,3
step,3
code_valid,1
temp,138
count,3
buffer,6
CNT_valid,1
