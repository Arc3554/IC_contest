## ./constraint.sdc

```tcl
current_design SME

set clk_period 18.2
set clk_io_pct 0.2

create_clock -name clk0 -period $clk_period [get_ports {clk}]

set non_clock_inputs [all_inputs -no_clocks]
set_input_delay [expr $clk_period * $clk_io_pct] -clock clk0 $non_clock_inputs
set_output_delay [expr $clk_period * $clk_io_pct] -clock clk0 [all_outputs]
```

## ./run.sh

```bash
#!/bin/bash
# OpenROAD 26Q1-2900-gdf79404cd8, Yosys 0.63+post, stock flow scripts
make -C /OpenROAD-flow-scripts/flow DESIGN_CONFIG=/design/flow/config.mk WORK_HOME=/design/flow/orfs finish
```

## ./config.mk

```make
export PLATFORM = sky130hd
export DESIGN_NAME = SME
export DESIGN_NICKNAME = SME
export VERILOG_FILES = /design/flow/design.v
export SDC_FILE = /design/flow/constraint.sdc
export NUM_CORES = 4
export LEC_CHECK = 1
export CORE_UTILIZATION = 30
```

## ./design.v

```verilog
module SME(clk,reset,chardata,isstring,ispattern,valid,match,match_index);
input clk;
input reset;
input [7:0] chardata;
input isstring;
input ispattern;
output reg match;
output reg [4:0] match_index;
output reg valid;
reg [7:0] string_buffer [0:31],pattern_buffer[0:9];
reg [3:0] pattern_length,pattern_count;
reg [5:0] string_length,string_count;
reg flag;
reg first_string;
wire headsign = (pattern_buffer[0] == 8'd94)? 1:0;
wire dollarsign = (pattern_buffer[pattern_length - 4'd1] == 8'd36)? 1:0;
always@(posedge clk or posedge reset) begin
	if (reset) begin
		match <= 0;
		match_index <= 0;
		valid <= 0;
		pattern_count <= 0;
		pattern_length <= 0;
		string_length <= 0;
		string_count <= 0;
		first_string <= 0;
		flag <= 0;
	end
	else begin
		if (isstring) begin	
			if (first_string == 0) begin
				string_length <= 5'd1;
				string_buffer[0] <= chardata;
			end
			else begin
				string_length <= string_length+1;
				string_buffer[string_length] <= chardata;		
			end
			first_string <= 1;
			valid <= 0;
		end
		else begin
			if(ispattern) begin
				valid <= 0;
				match <= 0;
				pattern_buffer[pattern_length] <= chardata;
				pattern_length <= pattern_length+1;
			end
			else begin
				case ({headsign,dollarsign})
					2'b11: begin
						if (pattern_count == 0 && (string_count == 0 || string_buffer[string_count]==8'd32)) begin
							pattern_count <= pattern_count + 1;
							match <= 1;
							flag <= (string_count == 0)?1:0;
							valid <= 0;
						end
						else if (string_count + pattern_length - 1 <= string_length && pattern_count < pattern_length-1) begin
							if (string_buffer[string_count+pattern_count]==pattern_buffer[pattern_count]||pattern_buffer[pattern_count]==8'd46) begin
								pattern_count <= pattern_count + 1;
								match <= 1;
								match_index <= (string_count==0)? 0: string_count+1;
							end
							else begin
								pattern_count <= 0;
								match <= 0;
								string_count <= string_count + 1;
								match_index <= 0;
							end
							valid <= 0;
						end
						else if (pattern_count == pattern_length-1 && (string_buffer[string_count+pattern_count-flag]==8'd32||string_count+pattern_count-flag == string_length)) begin
							match <= 1;
							valid <= 1;
							pattern_count <= 0;
							string_count <= 0;
							pattern_length <= 0;
							first_string <= 0;
							flag <= 0;
						end
						else if (string_count == string_length-1) begin
							match <= 0;				
							valid <= 1;
							pattern_count <= 0;
							string_count <= 0;
							pattern_length <= 0;
							first_string <= 0;	
							flag <= 0;
						end
						else begin
							pattern_count <= 0;
							match <= 0;
							string_count <= string_count + 1;
							match_index <= 0;
							flag <= 0;
							valid <= 0;
						end	
					end
					2'b10: begin
						if (pattern_count == 0 && (string_count == 0 || string_buffer[string_count]==8'd32)) begin
							pattern_count <= pattern_count + 1;
							match <= 1;
						end
						else if (string_count + pattern_length <= string_length && pattern_count < pattern_length) begin
							if (string_buffer[string_count+pattern_count]==pattern_buffer[pattern_count]||pattern_buffer[pattern_count]==8'd46) begin
								pattern_count <= pattern_count + 1;
								match <= 1;
								match_index <= string_count+1;
							end
							else begin
								pattern_count <= 0;
								match <= 0;
								string_count <= string_count + 1;
								match_index <= 0;
							end
						end
						else begin
							valid <= 1;
							pattern_count <= 0;
							string_count <= 0;
							pattern_length <= 0;
							first_string <= 0;
						end
					end
					2'b01: begin
						if (string_count + pattern_length -1  <= string_length && pattern_count < pattern_length-1) begin
							if (string_buffer[string_count+pattern_count]==pattern_buffer[pattern_count]||pattern_buffer[pattern_count]==8'd46) begin
								pattern_count <= pattern_count + 1;
								match <= 1;
								match_index <= string_count;
							end
							else begin
								pattern_count <= 0;
								match <= 0;
								string_count <= string_count + 1;
								match_index <= 0;
							end
						end
						else if (pattern_count == pattern_length-1 && (string_buffer[string_count+pattern_count]==8'd32||string_count+pattern_count == string_length)) begin
							match <= 1;
							valid <= 1;
							pattern_count <= 0;
							string_count <= 0;
							pattern_length <= 0;
							first_string <= 0;
						end
						else if (string_count == string_length) begin
							match <= 0;				
							valid <= 1;
							pattern_count <= 0;
							string_count <= 0;
							pattern_length <= 0;
							first_string <= 0;	
						end
						else begin
							pattern_count <= 0;
							match <= 0;
							string_count <= string_count + 1;
							match_index <= 0;
						end				
					end
					2'b00: begin
						if (string_count + pattern_length <= string_length && pattern_count < pattern_length) begin
							if (string_buffer[string_count+pattern_count]==pattern_buffer[pattern_count]||pattern_buffer[pattern_count]==8'd46) begin
								pattern_count <= pattern_count + 1;
								match <= 1;
								match_index <= string_count;
							end
							else begin
								pattern_count <= 0;
								match <= 0;
								string_count <= string_count + 1;
								match_index <= 0;
							end
						end
						else begin
							valid <= 1;
							pattern_count <= 0;
							string_count <= 0;
							pattern_length <= 0;
							first_string <= 0;
						end
					end
				endcase
			end
		end
	end
end
endmodule
```

==> ds_physical_params.txt <==
Implementation parameters

Parameter                              Value

Die
  Count of boundary I/O pins .................. 19
  Vertical die dimension .................. 284 um
  Area of the chip .................. 0.0806 mm^2
  FP Util .................. 30.6%
  Row cnt .................. 102
  Die width .................. 284 um
  Total core area .................. 0.0780 mm^2

Global routing
  Pin count of the biggest net entering global routing .................. 43
  First-pass GRT wire length .................. 224000 um
  GRT Residual Overflow .................. 0
  Number of antenna violations at the first check in global routing .................. 26
  Via count of the first global-routing pass .................. 23700
  Total global routing track utilization .................. 43.5%

Routing
  Via-to-Cell Ratio .................. around 7
  Average routed wire per standard cell .................. 47.9 um
  DR DRC count .................. 0
  DRT Pass-1 Iters .................. 6
  First-iteration detailed-routing DRC count .................. 2866
  Tally of nets with antenna violations remaining after routing .................. 0
  Final Routed Wirelength .................. between 150000 and 200000 um
  Vias .................. 24300

STA
  Clock skew .................. 52.3 ps
  Worst hold-check slack .................. ~580 ps
  Final setup violating endpoints .................. 0
  Final min period .................. around 7600 ps
  Number of slew-limit violations in the final report .................. 0
  Number of hold-slack violations in the final timing report .................. 0
  Fmax .................. ~130 MHz
  RSZ-0062 raised after global routing .................. false
  Slew Limit Headroom .................. between 15 and 20%
  Slew at the pin closest to its max-slew limit .................. 1230 ps
  Portion of the clock cycle consumed by the worst path in the final layout .................. roughly two fifths
  Setup TNS .................. 0 ps

Synth
  Number of cell instances after yosys synthesis .................. 2390
  Post-synthesis instance area .................. 0.0238 mm^2
  Yosys top cell area share .................. 42.3%
  Yosys warnings .................. 3
  Synthesized instance count .................. approximately 2400
  Count of state elements after synthesis .................. 365
  Largest cells by area .................. sky130_fd_sc_hd__edfxtp_1 42%, sky130_fd_sc_hd__ha_1 3.6%, sky130_fd_sc_hd__nand2_1 3.1%
  Most common flop cell mapped by yosys .................. sky130_fd_sc_hd__edfxtp_1
  Number of library cell types mapped by synthesis .................. 102
  EDFF count, synth .................. 336
  Mapped Avg Cell Area .................. roughly 10 um^2
  Most frequent cell after synthesis .................. sky130_fd_sc_hd__edfxtp_1
  Synth Seq Share .................. 45.4%
  Synth cell count leaders .................. 336 x sky130_fd_sc_hd__edfxtp_1, 194 x sky130_fd_sc_hd__nand2_1, 163 x sky130_fd_sc_hd__nor2_1
  Largest area contributor in the netlist .................. sky130_fd_sc_hd__edfxtp_1
  Post-synthesis async set-or-reset flop share .................. 7.95%
  Area figure in the yosys stat output .................. 0.0238 mm^2

CTS
  Source-to-sink clock delay at the later pin of the worst-skew pair .................. 640 ps
  Max Root-Sink Buffers .................. 3
  Clock transition at the registers of the reported paths .................. approximately 70 ps
  Post-cts hold-fix buffer tally .................. 0
  TritonCTS clock tree .................. built
  CTS root buffer .................. sky130_fd_sc_hd__clkbuf_16
  H-tree depth .................. 2
  Clock sinks .................. 365
  Num CTS Buffers .................. 48
  Post CTS Setup Buffer Count .................. 0
  Cells resized by post-CTS repair .................. 0

Job
  Tool Warnings .................. 53
  Max-cap check violation count .................. 0

Power
  Power Dens Cells .................. 177 mW/mm^2
  Peak supply drop .................. about 0.11 mV
  Leakage power of the design .................. 9.20 nW

Worst setup path
  List of cells traversed by the critical path .................. ha_1, fa_2, buf_4, clkinv_1, ha_2, buf_4, inv_1, nand2_1, nor2_1, nand2_1, a21oi_1, a211o_1, or4_1, or4_1, or2_1, o31ai_4, a211oi_1, a221o_1
  Largest fanout of any net on the critical path .................. 29
  Critical Setup Path Class .................. flop to flop
  Endpoint class of the critical path .................. flop
  Critical path launch point type .................. flop
  Cell at the slowest stage of the critical path .................. sky130_fd_sc_hd__ha_2
  Arr. time, crit path .................. 8100 ps
  Critical Path RT .................. 18720 ps
  Highest cell delay on the worst timing path .................. 840 ps

Cells and area
  Fraction of layout instances using a drive strength above 1 .................. 14.3%
  Area grow syn2layout .................. 15.4%

Place
  Placer congestion estimate .................. about 1.1
  Detailed Place HPWL .................. around 130000 um
  Port Buffer Count .................. 18

Worst hold path
  HP Class .................. flop to flop

Outcome
  Outcome .................. completed
## final timing paths
| path | start | endpoint | slack (ps) | cells past startpoint |
|---|---|---|---|---|
| max in group asynchronous | reset | string_count[4] | 14010 | 3 |
| max reg2reg | string_count[0] | string_count[3] | 10620 | 18 |
| min in group asynchronous | reset | match | 3840 | 3 |
| min reg2reg | flag | flag | 580 | 1 |
| max | string_count[0] | string_count[3] | 10620 | 18 |
| min | flag | flag | 580 | 1 |
## critical path, delay by kind of cell (launching register included)
| kind | cells | cell delay [ps] |
|---|---|---|
| AND-OR/OR-AND | 5 | 1350 |
| adder cells (fa/ha/maj) | 3 | 1700 |
| buffers and inverters | 4 | 1610 |
| flip-flops | 1 | 510 |
| AND/OR/NAND/NOR | 6 | 2220 |
## kinds of logic (layout without fill, tap and decap cells)
| group | after synthesis | after routing | share of synthesized area [%] |
|---|---|---|---|
| and+or+nand+nor | 849 | 849 | 18.1 |
| AOI/OAI and AO/OA | 726 | 726 | 21.9 |
| DFF | 365 | 365 | 45.4 |
| buffers and inverters | 237 | 318 | 4.18 |
| muxes | 97 | 97 | 4.69 |
| adders and majority gates | 72 | 72 | 3.87 |
| xor gates and xnor gates | 44 | 44 | 1.83 |
| other | 0 | 8 | 0 |
## stage by stage
step	util (%)	instances	area [um^2]	total power [mW]	worst slack, ps
2_1_floorplan	-	2390	23800	2.50	12610
3_3_place_gp	33.1	3421	25800	3.75	10770
3_5_place_dp	33.1	3422	25800	3.72	10830
4_1_cts	35.2	3510	27500	4.75	10820
5_1_grt	35.2	3512	27500	4.99	10500
6_report	35.3	3519	27500	4.87	10620
## cell type report
type	count	area (um^2)
Multi-Input combinational cell	1788	12100
Sequential cell	365	10800
Timing Repair Buffer	178	1340
Clock buffer	48	1200
Clock inverter	40	477
Antenna cell	8	20.0
Inverter	52	195
Tap cell	1040	1300
Fill cell	7813	50500
## placed cells by master (no fill, tap or decap), types with 38 or more instances in the layout
cell                        instances
sky130_fd_sc_hd__edfxtp_1         336
sky130_fd_sc_hd__clkbuf_16         48
sky130_fd_sc_hd__a22oi_1           56
sky130_fd_sc_hd__nand2_1          193
sky130_fd_sc_hd__nand4_1           58
sky130_fd_sc_hd__ha_1              67
sky130_fd_sc_hd__a31oi_1           38
sky130_fd_sc_hd__a21oi_1           85
sky130_fd_sc_hd__o21ai_0          140
sky130_fd_sc_hd__a211oi_1          47
sky130_fd_sc_hd__nand3_1          132
sky130_fd_sc_hd__mux2i_1           60
sky130_fd_sc_hd__nor2_1           152
sky130_fd_sc_hd__buf_4            158
sky130_fd_sc_hd__nor3_1            69
sky130_fd_sc_hd__inv_1             48
## power by group
group          switching, mW  total, mW  internal [mW]
Combinational           1.99       2.80          0.803
Clock                  0.440       1.02          0.579
Sequential            0.0936       1.05          0.956
Total                   2.53       4.87           2.34
## routing by layer
layer | GRT usage, % | routed length [um]
met1 | 56.0 | 63700
met2 | 56.9 | 66500
met3 | 27.8 | 27200
met4 | 21.0 | 10800
met5 | 3.15 | 564
## registers in the layout, summed over array words and instances (netlist names), 4 cells and up
register	flops
match_index	5
pattern_buffer	80
pattern_count	4
pattern_length	4
string_buffer	256
string_count	6
string_length	6
Power and IR drop assume default switching activity.
