--- design/flow/design.v ---
module TPA(clk, reset_n, 
	   SCL, SDA, 
	   cfg_req, cfg_rdy, cfg_cmd, cfg_addr, cfg_wdata, cfg_rdata);
input clk; 
input reset_n;
input SCL;  
inout SDA;
input cfg_req;
output reg cfg_rdy;
input cfg_cmd;
input [7:0]cfg_addr;
input [15:0]cfg_wdata;
output reg [15:0]cfg_rdata;
reg	[15:0] Register_Spaces	[0:255];
reg [1:0] rim_step;
reg [5:0] twp_step;
reg [7:0] twp_addr;
reg [15:0] twp_wdata;
reg rim_write,twp_write; 
reg wait_state; 
reg rim_first,twp_first;
assign SDA = (twp_step == 6'b011100||twp_step==6'b101111)?1:(twp_step == 6'b011110)?0:(twp_step > 6'b011110 && twp_step < 6'b101111)?twp_wdata[twp_step-31]:1'bz;
always @(posedge clk or negedge reset_n) begin
	if(!reset_n) begin
		cfg_rdy <= 0;
		cfg_rdata <= 0;
		rim_step <= 0;
		wait_state <= 0;
		twp_step <= 0;
		rim_write <= 0;
		twp_write <= 0;
		twp_addr <= 0;
		twp_wdata <= 0;
		rim_first <= 0;
		twp_first <= 0;
	end
	else begin
		case(rim_step)
			2'b00: begin
				if(cfg_req) begin
					rim_step <= rim_step+1; 
					if(twp_step == 0 && SDA == 0) wait_state <= 1;
					else if(twp_step > 0) begin
						twp_first <= 1;
						rim_first <= 0;
					end
				end
			end
			2'b01:begin
				rim_write <= cfg_cmd;
				cfg_rdy <= 1;
				rim_step <= rim_step+1;
			end
			2'b10:begin
				if(rim_write) begin
					if (rim_first && (twp_step>9 && twp_step<27)) begin  
						if(twp_addr != cfg_addr) begin
							Register_Spaces[twp_addr] <= twp_wdata;
						end
						rim_step <= rim_step + 1;
					end
					else if(wait_state == 0) begin
						Register_Spaces[cfg_addr] <= cfg_wdata;
						rim_step <= rim_step + 1;
					end
				end
				else begin
					cfg_rdata <= Register_Spaces[cfg_addr];
					rim_step <= rim_step + 1;
				end	
			end
			2'b11: begin
				cfg_rdy <= 0;
				rim_step <= rim_step + 1;
			end
		endcase
		case(twp_step)
			6'b000000: begin
				if(!SDA) begin
					twp_step <= twp_step + 1; 
					if(rim_step > 0) begin
						twp_first <= 0;
						rim_first <= 1;
					end
				end
			end
			6'b000001: begin
				twp_write <= SDA;
				twp_step <= twp_step+1;			
			end
			6'b000010: begin
				twp_addr[0] <= SDA;
				twp_step <= twp_step+1;	
			end
			6'b000011: begin
				twp_addr[1] <= SDA;
				twp_step <= twp_step+1;	
			end
			6'b000100: begin
				twp_addr[2] <= SDA;
				twp_step <= twp_step+1;	
			end
			6'b000101: begin
				twp_addr[3] <= SDA;
				twp_step <= twp_step+1;	
			end
			6'b000110: begin
				twp_addr[4] <= SDA;
				twp_step <= twp_step+1;	
			end
			6'b000111: begin
				twp_addr[5] <= SDA;
				twp_step <= twp_step+1;	
			end
			6'b001000: begin
				twp_addr[6] <= SDA;
				twp_step <= twp_step+1;	
			end
			6'b001001: begin
				twp_addr[7] <= SDA;
				if(twp_write) twp_step <= twp_step+1;
				else twp_step <= 6'b011011;
			end
			6'b001010: begin
				twp_wdata[0] <= SDA;
				twp_step <= twp_step+1;	
			end
			6'b001011: begin
				twp_wdata[1] <= SDA;
				twp_step <= twp_step+1;	
			end
			6'b001100: begin
				twp_wdata[2] <= SDA;
				twp_step <= twp_step+1;	
			end
			6'b001101: begin
				twp_wdata[3] <= SDA;
				twp_step <= twp_step+1;	
			end
			6'b001110: begin
				twp_wdata[4] <= SDA;
				twp_step <= twp_step+1;	
			end
			6'b001111: begin
				twp_wdata[5] <= SDA;
				twp_step <= twp_step+1;	
			end
			6'b010000: begin
				twp_wdata[6] <= SDA;
				twp_step <= twp_step+1;	
			end
			6'b010001: begin
				twp_wdata[7] <= SDA;
				twp_step <= twp_step+1;	
			end
			6'b010010: begin
				twp_wdata[8] <= SDA;
				twp_step <= twp_step+1;	
			end
			6'b010011: begin
				twp_wdata[9] <= SDA;
				twp_step <= twp_step+1;	
			end
			6'b010100: begin
				twp_wdata[10] <= SDA;
				twp_step <= twp_step+1;	
			end
			6'b010101: begin
				twp_wdata[11] <= SDA;
				twp_step <= twp_step+1;	
			end
			6'b010110: begin
				twp_wdata[12] <= SDA;
				twp_step <= twp_step+1;	
			end
			6'b010111: begin
				twp_wdata[13] <= SDA;
				twp_step <= twp_step+1;	
			end
			6'b011000: begin
				twp_wdata[14] <= SDA;
				twp_step <= twp_step+1;	
			end
			6'b011001: begin
				twp_wdata[15] <= SDA;
				twp_step <= twp_step+1;	
			end
			6'b011010: begin		
				if(wait_state) begin  
					if(twp_addr != cfg_addr) begin
						Register_Spaces[twp_addr] <= twp_wdata;
					end
					wait_state <= 0;
				end
				else if (twp_first && rim_write) begin  
					if(twp_addr != cfg_addr) begin
						Register_Spaces[twp_addr] <= twp_wdata;
					end
				end
				else Register_Spaces[twp_addr] <= twp_wdata; 
				twp_step <= 0;
			end
			6'b011011: begin
				twp_step <= twp_step+1;
			end
			6'b011100: begin
				twp_step <= twp_step+1;
				twp_wdata <= Register_Spaces[twp_addr];
			end
			6'b011101: begin
				twp_step <= twp_step+1;
			end
			6'b011110: begin
				twp_step <= twp_step+1;
			end
			6'b011111: begin
				twp_step <= twp_step+1;
			end
			6'b100000: begin
				twp_step <= twp_step+1;
			end
			6'b100001: begin
				twp_step <= twp_step+1;
			end
			6'b100010: begin
				twp_step <= twp_step+1;
			end
			6'b100011: begin
				twp_step <= twp_step+1;
			end
			6'b100100: begin
				twp_step <= twp_step+1;
			end
			6'b100101: begin
				twp_step <= twp_step+1;
			end
			6'b100110: begin
				twp_step <= twp_step+1;
			end
			6'b100111: begin
				twp_step <= twp_step+1;
			end
			6'b101000: begin
				twp_step <= twp_step+1;
			end
			6'b101001: begin
				twp_step <= twp_step+1;
			end
			6'b101010: begin
				twp_step <= twp_step+1;
			end
			6'b101011: begin
				twp_step <= twp_step+1;
			end
			6'b101100: begin
				twp_step <= twp_step+1;
			end
			6'b101101: begin
				twp_step <= twp_step+1;
			end
			6'b101110: begin
				twp_step <= twp_step+1;
			end
			6'b101111: begin
				twp_step <= twp_step+1;
			end
			6'b110000: begin
				twp_step <= 0;
			end
		endcase
	end
end
endmodule
--- design/flow/run.sh ---
#!/bin/bash
# OpenROAD 26Q1-2900-gdf79404cd8, Yosys 0.63+post, stock flow scripts
make -C /OpenROAD-flow-scripts/flow DESIGN_CONFIG=/design/flow/config.mk WORK_HOME=/design/flow/orfs finish
--- design/flow/config.mk ---
export PLATFORM = sky130hd
export DESIGN_NAME = TPA
export DESIGN_NICKNAME = TPA
export VERILOG_FILES = /design/flow/design.v
export SDC_FILE = /design/flow/constraint.sdc
export NUM_CORES = 4
export LEC_CHECK = 1
export CORE_UTILIZATION = 50
--- design/flow/constraint.sdc ---
current_design TPA

set clk_period 909.8
set clk_io_pct 0.2

create_clock -name clk0 -period $clk_period [get_ports {clk}]

set non_clock_inputs [all_inputs -no_clocks]
set_input_delay [expr $clk_period * $clk_io_pct] -clock clk0 $non_clock_inputs
set_output_delay [expr $clk_period * $clk_io_pct] -clock clk0 [all_outputs]
==> flow_summary.ini <==
; physical design summary
[clock_network]
clock-root-buffer = sky130_fd_sc_hd__clkbuf_16
htreeDepth = 5
clock_sink_count = 4150
cts_made_buffers = 484
cts.repair.resized = 0
post_cts.repair.setup_buffers = 0
cts-hold-fix-buffers = 0
cts_buffer_depth = 4

[placement]
buffer_ports.inserted = 44
place_inst = 44760
globalplace.congestion = 3.052
post_detail_place_hpwl_um = 2883000

[synth]
number_of_register_bits_inferred_by_synthesis = 4150
postSynth.asyncResetShare = 0.01301
yosys.stat.seqShare = 0.3923
syn_inst_count = 37230
edf_count = 4096
yosysWarnings = 3
ys.flop_type = sky130_fd_sc_hd__edfxtp_1
synth.yosys.num_cells = 37230
yosysChipArea_um2 = 316900
synthDistinctLibCells = 106
synth_area_per_cell_um2 = 8.512
synth.cell_area_um2 = 316900

[floorplanning]
placement_rows = 292
die-height_um = 798.2
floorplan.core_util = 0.5017
chipWidth_um = 798.2
floorplan.io_pins = 47

[run_status]
error_message = [ERROR GRT-0116] Global routing finished with congestion. Check the congestion regions in the DRC Viewer.
status = aborted with a tool error
failing_step = global routing

[grt]
first_global_vias = 412700
grt_start_max_net_pins = 143
groute.usage.overall = 1.238
grt_first_pass_wirelength_um = 4769000
grt_overflow = 164900
==> cells by family after synthesis <==
logic type	after synthesis	synth area share
mux	903	0.02892
buf+inv	5368	0.06811
flops	4150	0.3923
simple gates	9882	0.1429
fa+ha+maj	9	0.0003553
compound gates	16910	0.3670
xor+xnor	11	0.0003040
==> cells in the mapped netlist (all sizes together), types with 798 or more instances <==
library cell,n,share of area
a21oi,841,0.015
nand2,4747,0.056
a2bb2oi,1136,0.031
o22a,1768,0.049
o21ai,4065,0.064
nor2,1007,0.013
edfxtp,4096,0.39
nand3,2306,0.036
a221oi,798,0.023
o22ai,4312,0.085
a22oi,2185,0.052
clkbuf,3492,0.041
mux2i,838,0.026
buf,1439,0.022
==> per-stage QoR <==
stage	setup slack [ns]	area [µm²]
after global placement	720.84	341400
after floorplan	725.33	316900
after detailed placement	721.01	341400
after CTS	722.18	356200
==> per-layer routing <==
metal | track usage | overflow
met4 | 0.9065 | 8867
met2 | 1.559 | 84740
met3 | 0.9463 | 13050
met1 | 1.340 | 57220
met5 | 0.7976 | 994
